[design/flow/run.sh]
#!/bin/bash
# OpenROAD 26Q1-2900-gdf79404cd8, Yosys 0.63+post, stock flow scripts
make -C /OpenROAD-flow-scripts/flow DESIGN_CONFIG=/design/flow/config.mk WORK_HOME=/design/flow/orfs finish
[design/flow/config.mk]
export PLATFORM = sky130hd
export DESIGN_NAME = DECODE_imm_extract
export DESIGN_NICKNAME = DECODE_imm_extract
export VERILOG_FILES = /design/flow/design.v
export SDC_FILE = /design/flow/constraint.sdc
export NUM_CORES = 4
export LEC_CHECK = 1
export CORE_AREA = 10 10 70 70
export DIE_AREA = 0 0 80 80
[design/flow/constraint.sdc]
current_design DECODE_imm_extract

set clk_period 2.3
set clk_io_pct 0.2

create_clock -name clk0 -period $clk_period

set non_clock_inputs [all_inputs -no_clocks]
set_input_delay [expr $clk_period * $clk_io_pct] -clock clk0 $non_clock_inputs
set_output_delay [expr $clk_period * $clk_io_pct] -clock clk0 [all_outputs]
[design/flow/design.v]
module DECODE_imm_extract
(
    input [31:0] instruct,
    output reg [31:0] imm
);
wire [6:0] opcode = instruct[6:0];
wire [11:0] imm_I = instruct[31:20];
wire [11:0] imm_S = {instruct[31:25],instruct[11:7]};
wire [12:0] imm_B = {instruct[31],instruct[7],instruct[30:25],instruct[11:8],1'b0};
wire [31:0] imm_U = {instruct[31:12],{12{1'b0}}};
wire [20:0] imm_J = {instruct[21],instruct[19:12],instruct[20],instruct[30:21],1'b0};
always @( * ) begin
    imm = 32'b0;
    case (opcode) 
        7'b0010011: imm = {{20{imm_I[11]}},imm_I};
        7'b0000011: imm = {{20{imm_I[11]}},imm_I};
        7'b0100011: imm = {{20{imm_S[11]}},imm_S};
        7'b1100011: imm = {{19{imm_B[12]}},imm_B};
        7'b1101111: imm = {{11{imm_J[20]}},imm_J};
        7'b1100111: imm = {{20{imm_I[11]}},imm_I};
        7'b0110111: imm = imm_U;
        7'b0010111: imm = imm_U;
    endcase
end
endmodule
==> results.py <==
# Flow results
metrics = {
    "job": {
        "cap_violations": 0,
        "tool_warnings": 33,
    },
    "drt": {
        "wl_met2_um": 1910,
        "antenna_cells": 0,
        "dr_total_vias": 1050,
        "dr_wl_met3_um": 203,
        "dr.pass1.iters": 4,
        "drt_iter0_markers": 47,
        "wl_per_cell_um": 15.8,
        "detail-route-antenna-nets": 0,
        "m1WireLength_um": 1460,
        "drc": 0,
        "highest_layer": "met3",
        "wirelength_um": 3570,
        "vias_per_cell": 4.65,
    },
    "hold_path": {
        "min_path_type": "primary input to output port",
        "hold_start": "instruct[20]",
    },
    "worst_setup_path": {
        "critical_path_class": "primary input to output port",
        "crit_start": "instruct[0]",
        "arrival_ns": 1.79,
        "cp.buffers_inverters": 3,
        "cp-end-kind": "output port",
        "start_kind": "primary input",
        "crit_slowest_cell": "clkdlybuf4s50_1",
        "cp_data_required_time_ns": 1.84,
        "path_cells": "dlygate4sd2_1 > and2_4 > nand4_1 > buf_6 > a21boi_2 > clkdlybuf4s50_1",
        "slowest_delay_ns": 0.48,
        "cp_max_fo": 5,
        "crit_family": "buffers and inverters",
    },
    "grt": {
        "grt_max_degree": 13,
        "track_usage": 0.102,
        "grt-ovfl-total": 0,
        "antenna_found_initial": 0,
        "grt_pass1_vias": 1081,
        "grt_pass1_wl_um": 5480,
    },
    "power_and_ir_drop": {
        "power.density_nw_per_um2": 108,
        "vdd_drop_max_uv": 51.3,
        "power_leakage_nw": 0.809,
    },
    "layout": {
        "syn_to_final_growth_pct": 186,
        "final_core_util": 0.454,
        "fillers": 337,
        "drive_above_1_share": 0.394,
        "n_clock_buffer": 0,
        "fin_area_um2": 1550,
        "combGateArea_um2": 596,
        "seq_area_um2": 0,
        "flops": 0,
    },
    "die": {
        "die_width_um": 80,
        "io_pins": 64,
        "die_area_um2": 6400,
        "rows": 21,
        "die_y_um": 80,
        "fp_util": 0.159,
        "core_um2": 3420,
    },
    "sta": {
        "finalClockPeriodUsage": 0.978,
        "slew_headroom": 0.832,
        "tightest_slew_ns": 0.251,
        "fin_crit_ns": 2.25,
        "max_freq_mhz": 444,
        "holdWs_ns": 1.33,
        "hold_violations": 0,
        "setup_slack_ns": 0.0500,
        "finalSetupTns_ns": 0,
        "slew_violations": 0,
        "setup_viol": 0,
    },
    "place": {
        "portBuffers": 64,
        "hpwl_um": 2580,
        "gp_congestion": 0.925,
        "preCtsSetupSlack_ns": -0.481,
        "place_area_um2": 1310,
    },
    "clocking": {
        "holdBufCountCts": 0,
    },
    "yosys": {
        "netlist_area_um2": 542,
        "synthDistinctLibCells": 30,
        "ys_seq_share": 0,
        "avgSynthCellArea_um2": 6.16,
        "synth_warnings": 1,
        "netlist_instances": 88,
        "ys_cells": 88,
        "yosys_area_um2": 542,
    },
    "run_status": {
        "status": "complete, no violations",
    },
}
-- layout make-up --
| type | count | area share |
|---|---|---|
| Inverter | 9 | 0.0218 |
| Multi-Input combinational cell | 72 | 0.384 |
| Tap cell | 46 | 0.0371 |
| Timing Repair Buffer | 99 | 0.557 |
-- final timing paths --
path              endpoint  slack [ns]  depth (start not counted)
hold / removal     imm[20]        1.33                          4
setup / recovery   imm[10]        0.05                          6
-- cells in the mapped netlist --
library cell,number,area [um2]
o221ai_1,1,8.76
or4_4,1,11.3
and2_1,1,6.26
nor4b_1,1,8.76
nand4_1,1,6.26
nand2b_1,2,12.5
a21boi_0,1,7.51
buf_2,3,15.0
nor3b_2,1,12.5
o21ai_1,1,5.00
o31ai_1,1,7.51
nand3_1,28,140
nand4b_1,1,8.76
a211o_1,1,8.76
a21oi_4,1,16.3
or2_1,1,6.26
a21o_1,1,7.51
a22o_1,4,35.0
o22ai_1,8,50.1
and4b_1,2,20.0
a32o_1,1,10.0
nor3b_1,1,7.51
buf_6,1,11.3
clkbuf_1,4,15.0
a21boi_1,6,45.0
nand3b_1,1,7.51
nand2_1,2,7.51
and3_1,1,6.26
nor2_1,1,3.75
inv_1,9,33.8
-- cell usage in the layout (no fill, tap or decap), types with 3 or more instances in the layout --
master,n
clkdlybuf4s15_1,4
buf_6,7
clkdlybuf4s50_1,26
nand3_2,4
nand3_1,24
a22o_1,4
a21boi_1,3
a21boi_2,3
dlygate4sd2_1,22
o22ai_1,7
inv_1,9
buf_2,8
buf_4,28
-- per-layer routing --
layer | GRT usage | vias up
met5 | 0 | -
met4 | 0 | 0
met3 | 0.0136 | 0
met2 | 0.188 | 25
met1 | 0.130 | 496
li1 | - | 529
-- stage by stage --
step                std cells  total power (W)
CTS                       220         0.000156
floorplan                  88        0.0000404
global placement          203         0.000144
finish                    226         0.000167
detailed placement        203         0.000145
global route              226         0.000179
-- repair_timing --
item | in CTS | in global routing
endpoints found under the setup margin | 32 | 9
gates cloned | 2 | 0
gates resized | 87 | 16
buffers inserted | 15 | 6
pin swaps | 20 | 6
-- cell families after synthesis --
group | synth area share
AND-OR/OR-AND | 0.372
AND/OR/NAND/NOR | 0.490
buffers and inverters | 0.139
-- power breakdown --
part	switching, W	internal, W	total (W)
Combinational	0.0000650	0.000102	0.000167
Clock	0	0	0
Sequential	0	0	0
Power is estimated from default activity; no workload was simulated.
