### run.sh
#!/bin/bash
# OpenROAD 26Q1-2900-gdf79404cd8, Yosys 0.63+post, stock flow scripts
make -C /OpenROAD-flow-scripts/flow DESIGN_CONFIG=/design/flow/config.mk WORK_HOME=/design/flow/orfs finish
### config.mk
export PLATFORM = sky130hd
export DESIGN_NAME = reg_file
export DESIGN_NICKNAME = reg_file
export VERILOG_FILES = /design/flow/design.v
export SDC_FILE = /design/flow/constraint.sdc
export NUM_CORES = 4
export LEC_CHECK = 1
export CORE_UTILIZATION = 40
### constraint.sdc
current_design reg_file

set clk_period 6.0
set clk_io_pct 0.2

create_clock -name clk0 -period $clk_period [get_ports {clk}]

set non_clock_inputs [all_inputs -no_clocks]
set_input_delay [expr $clk_period * $clk_io_pct] -clock clk0 $non_clock_inputs
set_output_delay [expr $clk_period * $clk_io_pct] -clock clk0 [all_outputs]
### design.v
module reg_file
#(
    parameter DATA_WIDTH = 32,
    parameter ADR_WIDTH = 5
)
(
    input writeEnable,
    input clk,
    input [ADR_WIDTH-1:0] readAdrA,
    input [ADR_WIDTH-1:0] readAdrB,
    input [ADR_WIDTH-1:0] writeAdr,
    input [DATA_WIDTH-1:0] writeData,
    output wire [DATA_WIDTH-1:0] readDataA,
    output wire [DATA_WIDTH-1:0] readDataB
);
reg [31:0] registers [31:0];
assign readDataA = registers[readAdrA];
assign readDataB = registers[readAdrB];
always @(posedge clk) begin
    if (writeEnable && (writeAdr != 0)) begin
        registers[writeAdr] <= writeData;
    end
end
endmodule
==> impl_metrics.py <==
# Flow results
metrics = {
    "worst_setup_path": {
        "crit_type": "input port to primary output",
        "path_max_fanout": 36,
        "crit_slowest_cell": "nor2b_4",
        "worst-path-buf-inv": 3,
        "cp_data_arrival_time_ps": 4120,
        "crit_path_start_kind": "input port",
        "cp_cell_sequence": "clkdlybuf4s50_1 -> nor2b_4 -> buf_12 -> a22oi_1 -> a31oi_1 -> nand3_1 -> clkdlybuf4s50_1",
        "cpPeakStageDelay_ps": 710,
        "required_ps": 4800,
        "crit_path_end_kind": "primary output",
        "cp_common_cell": "clkdlybuf4s50_1",
        "crit_family": "buffers and inverters",
    },
    "drt": {
        "wire_per_inst_um": 28.73,
        "vias_per_cell": 5.886,
        "drt-initial-drc-count": 2172,
        "ant_nets": 0,
        "totalWireLength_um": 151600,
        "antenna-diode-count": 0,
        "vias": 31050,
        "drt-pass1-iter-count": 8,
        "drc": 0,
    },
    "global_routing": {
        "grt_overflow_total": 0,
        "grt_use_met1_pct": 34.04,
        "grt_pass1_wl_um": 216100,
        "use_met3_pct": 13.94,
        "use_met2_pct": 40.06,
        "grt_max_degree": 73,
        "antenna_found_initial": 8,
        "grt_pass1_vias": 31560,
        "grt_use_total_pct": 26.31,
        "top_usage_layer": "met2",
    },
    "yosys": {
        "netlist_area_sq_um": 48760,
        "aoi_share_pct": 8.048,
        "logic_family": "multiplexers",
        "synth_seq_share_pct": 63.07,
        "syn_inst": 3386,
        "ys_chip_area_sq_um": 48760,
        "ys_types": 24,
        "avgSynthCellArea_sq_um": 14.40,
        "simple_gate_share_pct": 4.709,
        "ys_cells": 3386,
        "synth-adder-area-share_pct": 0,
        "mux_share_pct": 21.02,
        "numSynthFlops": 1024,
        "ys_sh_xor_pct": 0,
        "yosys_warnings": 1,
    },
    "placed_design": {
        "dp.cells": 5076,
        "hpwl_um": 87620,
        "place_congestion": 0.8977,
        "pre_cts_ws_ps": 643.4,
        "io_buffers": 112,
    },
    "cells_and_area": {
        "reg_top3": "registers (1024)",
        "drive_gt1_share_pct": 10.67,
        "area_growth_pct": 15.39,
        "final-instance-count-excl-fill": 5275,
        "fin_util_pct": 46.71,
        "largest_reg_flops": 1024,
        "top_register": "registers",
        "fillers": 10450,
    },
    "outcome": {
        "status": "complete, no violations",
    },
    "timing": {
        "setup_tns_ps": 0,
        "hold_violations": 0,
        "setup_ws_ps": 675.7,
        "slew_viol_final": 0,
        "post-route-period-util_pct": 88.74,
        "worst_pin_slew_ps": 957.0,
        "fmax_mhz": 187.8,
        "slew_headroom_pct": 36.05,
        "hold_ws_ps": 1331,
        "period_minus_slack_ps": 5324,
        "setup_viol": 0,
        "rsz0062_at_grt": "false",
    },
    "clock_network": {
        "clockBufferDepth": 3,
        "cts_setup_buffers": 0,
        "htreeDepth": 3,
        "root_buffer": "clkbuf_16",
        "path_clk_slew_ps": 60,
        "postCtsHoldBufs": 0,
        "cts.sink_count": 1024,
        "cts_tree": "done",
        "cts_resized": 0,
        "cts_buffers": 107,
    },
    "floorplan": {
        "die_w_um": 351.1,
        "dieArea_sq_um": 123300,
        "core_area_sq_um": 120400,
        "row_count": 127,
        "die_height_um": 351.1,
        "initCoreUtil_pct": 40.48,
        "pin_count": 113,
    },
    "job": {
        "drv_cap": 0,
        "tool_warnings": 26,
    },
    "power_and_ir_drop": {
        "peakVddDrop_v": 0.0002470,
        "p_leak_nw": 20.75,
        "power-per-cell-area_nw_per_um2": 288.4,
    },
    "worst_hold_path": {
        "hp-class": "input port to flip-flop",
    },
}
worst paths after layout:
path / to / slack (ps) / start / cells after the start
worst min-delay path: registers[24][3]$_DFFE_PP_ / 1330 / writeData[3] / 2
worst max-delay path: readDataA[23] / 680 / readAdrA[2] / 7
routing by layer:
layer	wire length [um]	vias to the layer above
li1	-	13760
met1	55060	15290
met2	71410	1667
met3	19500	312
met4	5413	18
met5	195	-
layout by cell type, fill, tap and decap left out, types with 33 or more instances in the layout:
master | Yosys | final
edfxtp_1 | 1024 | 1024
nor2_4 | 0 | 33
nand3_1 | 194 | 194
a22o_1 | 128 | 128
nor3_1 | 64 | 64
buf_4 | 57 | 144
a22oi_1 | 192 | 192
clkbuf_16 | 0 | 109
a31oi_1 | 64 | 64
buf_12 | 0 | 44
a21oi_1 | 192 | 192
nand2_1 | 195 | 193
mux2i_1 | 1024 | 1024
clkdlybuf4s50_1 | 0 | 110
power breakdown:
| part | total [mW] | switching (mW) | internal, mW |
|---|---|---|---|
| sequential | 8.02 | 0.0404 | 7.98 |
| combinational | 1.53 | 0.926 | 0.602 |
| clock | 6.68 | 2.76 | 3.91 |
| total | 16.2 | 3.73 | 12.5 |
Yosys cell counts:
master    count  area (sq um)
a22oi_1     192          1441
edfxtp_1   1024         30750
nor3_1       64         320.3
clkbuf_4      4         30.03
buf_4        57         427.9
a21oi_1     192         960.9
or2_2         2         12.51
buf_1        11         41.29
a31oi_1      64         400.4
nor2_1       34         127.6
nand3_1     194         970.9
nand2_1     195         732.0
or3_1         1         6.260
conb_1        1         3.750
and2_1        2         12.51
or3b_2        3         26.28
clkbuf_1     82         307.8
nand3b_1      5         37.54
a22o_1      128          1121
buf_6        37         416.7
buf_2        62         310.3
mux2i_1    1024         10250
nand2b_1      4         25.02
nor2b_1       4         25.02
kinds of logic (layout without fill, tap and decap cells):
logic type,count (synthesis),count (layout)
flops,1024,1024
simple gates,508,508
mux,1024,1024
compound gates,576,576
buf+inv,253,499
other cells,1,32
through the flow:
step                area (sq um)  power [mW]
CTS                        56260       16.30
global placement           52750       9.681
floorplan                  48870       8.996
finish                     56260       16.22
detailed placement         52750       9.686
global route               56260       16.66
layout make-up:
type | instances | area [sq um] | area share [%]
Tap cell | 1612 | 2017 | 3.585
Clock inverter | 72 | 716.9 | 1.274
Sequential cell | 1024 | 30750 | 54.66
Multi-Input combinational cell | 2140 | 16890 | 30.02
Clock buffer | 127 | 2795 | 4.968
Timing Repair Buffer | 300 | 3093 | 5.498
Power figures rest on the tool's default switching activity, not on a simulated workload.
