### run.sh
#!/bin/bash
# OpenROAD 26Q1-2900-gdf79404cd8, Yosys 0.63+post, stock flow scripts
make -C /OpenROAD-flow-scripts/flow DESIGN_CONFIG=/design/flow/config.mk WORK_HOME=/design/flow/orfs finish
### config.mk
export PLATFORM = sky130hd
export DESIGN_NAME = ALU_branch_eval
export DESIGN_NICKNAME = ALU_branch_eval
export VERILOG_FILES = /design/flow/design.v
export SDC_FILE = /design/flow/constraint.sdc
export NUM_CORES = 4
export LEC_CHECK = 1
export CORE_AREA = 10 10 98 98
export DIE_AREA = 0 0 108 108
### design.v
module ALU_branch_eval
(
    input [31:0] regA,
    input [31:0] regB,
    input [2:0] branchType,
    output reg taken
);
reg [2:0] flags;
always @( * ) begin
    flags[0] = ($signed(regA) < $signed(regB)) ? 1:0;
    flags[1] = (regA < regB) ? 1:0;
    flags[2] = (regA == regB) ? 1:0;
    taken = (branchType == flags) ? 1:0;
end
endmodule
### constraint.sdc
current_design ALU_branch_eval

set clk_period 2.9
set clk_io_pct 0.2

create_clock -name clk0 -period $clk_period

set non_clock_inputs [all_inputs -no_clocks]
set_input_delay [expr $clk_period * $clk_io_pct] -clock clk0 $non_clock_inputs
set_output_delay [expr $clk_period * $clk_io_pct] -clock clk0 [all_outputs]
==> results.cfg <==
; implementation run metrics
[run_status]
status = finished, violations left
violations = setup timing

[synth]
yosys.area.top_type_share_pct = 47.5
topCombFamilyByArea = adder cells
yosysUniqueCellTypes = 21
synth-simple-area-share_pct = 18.4
synthXorXnorAreaFrac_pct = 1.04
yosys_area_um2 = 843
largest_area_cell = ha_1
yosysWarnings = 1
compound_area_share_pct = 17.5
mux_share_pct = 1.34
synth_area_per_cell_um2 = 7.03
synthesis.area_um2 = 843
yosysCellCount = 120
synth-adder-area-share_pct = 47.5
ys_seq_share_pct = 0
synth.area.top_cells = ha_1, inv_1, a21oi_1, nand4_1, nand2_1
synth_cells = 120

[layout]
seq_cell_count = 0
drive_gt1_share_pct = 50.7
clkbuf_count = 0
regArea_um2 = 0
design_area_um2 = 2090
area_delta_synth_final_pct = 147
final_cell_mix = dlygate4sd2_1, ha_4, inv_2
comb_area_um2 = 1110
fill_cells = 811
layout.cells.most_common = dlygate4sd2_1

[floorplan]
coreArea_um2 = 7650
fp_util_pct = 11.0
rows = 32
design.portCount = 68
chip_area_um2 = 11700
die_h_um = 108
die_w_um = 108

[sta]
setup_ws_ns = -0.122
rsz0062_at_grt = yes
finalClockPeriodUsage_pct = 104
finalHoldViolCount = 0
setup_viol = 1
drv_slew = 0
hold-worst-slack_ns = 1.90
tightest_slew_ns = 0.262
slew_headroom_pct = 82.4
max_freq_ghz = 0.331
period_needed_ns = 3.02

[setup_path]
start_kind = primary input
cp-end-kind = output pin
crit_arrival_ns = 2.44
path_class = primary input to output pin
required_ns = 2.32
path_max_fanout = 3

[global_route]
grt_max_degree = 4
grt_pass1_wl_mm = 5.45
overflow = 0
grt.total_usage_pct = 5.59
antenna_found_initial = 0
grt_pass1_vias = 1228

[power_and_ir_drop]
p_leak_nw = 0.922
pwr_density_cell_nw_per_um2 = 128
irDropWorstVdd_uv = 48.1

[placement]
gp_congestion = 0.756
place.detailed.hpwl_mm = 3.01
placed_cell_area_um2 = 1720
pre_cts_slack_ns = -1.01
portBuffers = 68

[detailed_routing]
wl_per_cell_um = 11.4
drt_iter0_drc = 30
first_pass_iters = 4
via_per_inst = 3.62
n_antenna_cell = 0
wl_mm = 3.44
postRouteAntennaNets = 0
route.detailed.drc = 0
vias = 1097

[run]
warning_count = 34
cap_violations = 0

[clock_tree]
hold_buffers = 0

[hold_path]
hp-class = primary input to output pin
## synth_stat cells (all sizes together)
library cell and count:
ha 32, inv 32, a21oi 14, nand2 8, nand4 6, nor2 4
o21ai 4, nand3 3, nor3 3, a21o 2, nor2b 2, nor4 2
a221o 1, mux2 1, o2111ai 1, o211ai 1, o21a 1, o31a 1
or4 1, xnor2 1
## per-layer routing
| metal | share of wire, % | up-vias | global-route usage, % |
|---|---|---|---|
| li1 | - | 579 | - |
| met3 | 6.7 | 0 | 1.14 |
| met2 | 47 | 30 | 9.40 |
| met5 | 0 | - | 0 |
| met1 | 46 | 488 | 7.65 |
| met4 | 0 | 0 | 0 |
## final cells by class
class                      count  area share, %
inverter                      32           5.88
multi-input combinational     88           53.4
tap                          102           6.12
timing repair buffer          81           34.6
## cells by family (layout without fill, tap and decap cells)
logic type,Yosys count,in the layout
AOI/OAI and AO/OA,25,25
adders and majority gates,32,32
xor gates and xnor gates,1,1
and+or+nand+nor,29,29
buffers and inverters,32,113
muxes,1,1
## final timing paths
path                 start  endpoint  slack [ns]  cells past startpoint
setup / recovery   regA[6]     taken       -0.12                      8
hold / removal    regA[31]     taken        1.90                      6
## repair_timing
| action | in CTS | in global routing |
|---|---|---|
| endpoints found under the setup margin | 1 | 1 |
| pin swaps | 35 | 26 |
| gates resized | 177 | 30 |
| cloned | 0 | 0 |
| buffers inserted | 2 | 2 |
## critical path, cell delays in order
cell and delay [ns]:
buf_2 0.12, ha_4 0.26, nand2_4 0.04, or4_4 0.57, o31a_1 0.34, nor4_2 0.25
mux2_4 0.19, buf_6 0.08
## per-stage QoR
| stage | setup TNS (ns) | std cells | util, % | total power [mW] |
|---|---|---|---|---|
| floorplan | 0 | 120 | - | 0.0824 |
| finish | -0.122 | 303 | 27.3 | 0.267 |
| detailed placement | -1.01 | 299 | 22.5 | 0.215 |
| CTS | -0.182 | 301 | 25.4 | 0.247 |
| global placement | -0.970 | 299 | 22.5 | 0.212 |
| global route | -0.201 | 303 | 27.3 | 0.301 |
## where the power goes
part	internal (mW)	leakage, nW	switching [mW]
clock network	0	0	0
logic	0.161	0.922	0.107
registers	0	0	0
total	0.161	0.922	0.107
Power is estimated from default activity; no workload was simulated.
